<file path="/design/flow/run.sh">
#!/bin/bash
# OpenROAD 26Q1-2900-gdf79404cd8, Yosys 0.63+post, stock flow scripts
make -C /OpenROAD-flow-scripts/flow DESIGN_CONFIG=/design/flow/config.mk WORK_HOME=/design/flow/orfs finish
</file>
<file path="/design/flow/config.mk">
export PLATFORM = sky130hd
export DESIGN_NAME = input_controller
export DESIGN_NICKNAME = input_controller
export VERILOG_FILES = /design/flow/design.v
export SDC_FILE = /design/flow/constraint.sdc
export NUM_CORES = 4
export LEC_CHECK = 1
export CORE_UTILIZATION = 30
</file>
<file path="/design/flow/constraint.sdc">
current_design input_controller

set clk_period 5.4
set clk_io_pct 0.2

create_clock -name clk0 -period $clk_period [get_ports {clock}]

set non_clock_inputs [all_inputs -no_clocks]
set_input_delay [expr $clk_period * $clk_io_pct] -clock clk0 $non_clock_inputs
set_output_delay [expr $clk_period * $clk_io_pct] -clock clk0 [all_outputs]
</file>
<file path="/design/flow/design.v">
`timescale 1ns / 1ps
module debounce(
    input wire clock,
    input wire btn_in,
    output reg btn_out
);
    reg [3:0] shift_reg;
    always @(posedge clock) begin
        shift_reg <= {shift_reg[2:0], btn_in};
        if (&shift_reg)          
            btn_out <= 1;
        else if (~|shift_reg)    
            btn_out <= 0;
    end
endmodule
`timescale 1ns / 1ps
module input_controller (
    input wire clock,              
    input wire reset,              
    input wire btnU_raw, btnD_raw, btnL_raw, btnR_raw, btnC_raw,  
    input wire [3:0] sw,  
    output reg [15:0] freq_word,             
    output reg [7:0] amp_word,               
    output reg [1:0] waveform_select         
);
    wire btnU, btnD, btnL, btnR, reset;
    debounce dbU(.clock(clock), .btn_in(btnU_raw), .btn_out(btnU));  
    debounce dbD(.clock(clock), .btn_in(btnD_raw), .btn_out(btnD));  
    debounce dbL(.clock(clock), .btn_in(btnL_raw), .btn_out(btnL));  
    debounce dbR(.clock(clock), .btn_in(btnR_raw), .btn_out(btnR));  
    debounce dbC(.clock(clock), .btn_in(btnC_raw), .btn_out(btnC));  
    reg btnU_prev, btnD_prev, btnL_prev, btnR_prev, btnC_prev;
    parameter FREQ_STEP = 16'd1000;
    parameter AMP_STEP  = 8'd3;
    parameter FREQ_MAX = 16'd20000;
    parameter AMP_MAX = 8'd99;
    parameter FREQ_MIN = FREQ_STEP;
    parameter AMP_MIN = AMP_STEP;
    always @(posedge clock or posedge reset) begin
        if (reset) begin
            freq_word <= 16'd10000;
            amp_word <= 8'd30;
            waveform_select <= 2'b00;
            btnU_prev <= 0;
            btnD_prev <= 0;
            btnL_prev <= 0;
            btnR_prev <= 0;
            btnC_prev<= 0;
        end else begin
        if (btnC && btnC_prev)begin
            freq_word <= 16'd10000;
            amp_word <= 8'd30;
            waveform_select <= 2'b00;
            end else begin
                if (btnU && !btnU_prev && freq_word <= FREQ_MAX - FREQ_STEP)
                    freq_word <= freq_word + FREQ_STEP;
                if (btnD && !btnD_prev && freq_word >= FREQ_MIN)
                    freq_word <= freq_word - FREQ_STEP;
                if (btnR && !btnR_prev && amp_word <= freq_word <= AMP_MAX - AMP_STEP)
                    amp_word <= amp_word + AMP_STEP;
                if (btnL && !btnL_prev && amp_word >= AMP_MIN)
                    amp_word <= amp_word - AMP_STEP;
                end
            btnU_prev <= btnU;
            btnD_prev <= btnD;
            btnL_prev <= btnL;
            btnR_prev <= btnR;
            btnC_prev <= btnC;
            if (sw[3])        
                waveform_select <= 2'b00;
            else if (sw[2])   
                waveform_select <= 2'b01;
            else if (sw[1])   
                waveform_select <= 2'b10;
            else if (sw[0])   
                waveform_select <= 2'b11;
            else
                waveform_select <= 2'b00;  
        end
      end
endmodule
</file>
==> results.txt <==
run metrics: CTS tree=built, fa+ha+maj area frac=0.0256, drt wl/cell=12.7 um, crit-path leading delay family=flip-flops, final setup vio count=0, Cell Chain, Critical Path=clkdlybuf4s50_1, Resized cells post-CTS=0, core area=0.00781 sq mm, clk root buf=clkbuf_8, actual slew at the worst max-slew pin=667 ps, Residual DRC=0, Area Growth Syn to Fin=21.4%, Clock power frac=0.190, Registers, synthesis=53, # Cells Yosys=251, Syn Area/Cell=9.73 sq um, switch share=0.348, max_cap viols=0, AND/OR/NAND/NOR Cells, Area Fraction=0.225, XOR Share, Synth=0.0359, first-pass GRT wire length=8470 um, fraction of registers with async set/reset=0.528, distinct lib cells=55, Mapped Area=0.00244 sq mm, Peak VDD IR=194 uV, yosys aoi share=0.163, Synth top area share=0.205, GP Congestion=0.903, crit path DAT=1500 ps, sequential power share=0.461, largest registers=freq_word x13, amp_word x8, Combinational Power Share=0.349, Fillers=780, CTS Hold Bufs=0, Final Hold Fails=0, Post-Syn Instances=251, DIE HEIGHT=92.2 um, clk slew on worst S/H paths=90 ps, fp_density=0.313, postcts setup bufs=0, total number of vias=1918, Log Warnings=28, ys flop type=dfxtp_1, Cell Pwr Density=495 mW/mm^2, H-tree Lvls=2, Post-DRT Antenna Nets=0, Int Power=0.958 mW, R2R Setup Slk=3000 ps, Sw Pwr=0.511 mW, Die Wd=92.2 um, sequential-to-total area share from yosys stat=0.496, cycle use final=0.478, top-level I/O count=37, yosys stat area=0.00244 sq mm, WS Path Type=reg2out, Die Footprint=0.00851 sq mm, Global Route Usage Sum=0.127, DRT Pass-1 Iters=4, Hold Path Class=reg2reg, status=finished clean, Clock Sinks=53, Clock Path Buffers=2, Critical Path Fanout Max=13, clock skew=5.81 ps, grt total ovfl=0, setup_tns=0 ps, Dominant comb cell=simple AND/OR/NAND/NOR gates, Antenna Cells=0, share of layout cells above drive strength 1=0.0915, mux share=0.00820, Vias/cell=4.97, clk latency of the worst-skew pair=310 ps, Leakage=1.15 nW, DP Worst Slack=3040 ps, final WL=4900 um, minimum clock period after layout=2580 ps, vias in the first global route=1803, EDFF count, synth=0, Fmax achieved=0.388 GHz, row cnt=32, max reg flops=13, Rel. slew slack=0.553, Req. time, crit path=4320 ps, largest net degree at the start of global routing=29, worst path buffer plus inverter count=1, drt initial violations=90, Setup crit end kind=primary output, Buffers on Ports=33, HPWL Detailed=3490 um, Synth area leader=dfxtp_1, Final Max Slew Viols=0, CTS Buf Count=5, YS warnings=3, Biggest register=freq_word, initial antenna violation count=0, Top area cell types=dfxtp_1, dfrtp_1, dfstp_2, nor2_1, a21oi_1, RSZ-0062 raised after global routing=no, Startpoint Class=flop, crit-path max cell delay=670 ps, Power Total=1.47 mW, worst setup slack after layout=2820 ps, slowest CP cell=dfstp_2
[layout make-up]
type | instances | area (sq um) | area share
clock buffer | 6 | 82.6 | 0.0278
inverter | 8 | 30.0 | 0.0101
clock inverter | 2 | 37.5 | 0.0127
multi-input combinational | 180 | 1130 | 0.381
sequential | 53 | 1210 | 0.409
timing repair buffer | 35 | 345 | 0.116
tap | 102 | 128 | 0.0430
[power by group through the flow]
stage,sequential [mW],clock (mW),combinational (mW)
CTS,0.676,0.289,0.517
global route,0.704,0.307,0.580
finish,0.677,0.279,0.512
[placed cells by master (no fill, tap or decap), types with 3 or more instances in the layout]
cell and count:
clkdlybuf4s50_1 33, xnor2_1 7, ha_1 5, nor2_1 32
nand3_1 8, xor2_1 3, nor3_1 14, or3_1 9
dfxtp_1 25, nor2b_1 3, nand2b_1 3, inv_1 8
o21ai_0 6, clkbuf_8 6, a211oi_1 3, a31oi_1 8
nand2_1 17, dfrtp_1 19, nor4_1 7, conb_1 3
dfstp_2 9, a21oi_1 14
[worst reg2reg max path, cell delays in order, from the launching register on]
cell and delay [ps]:
dfrtp_1 540, nand3_1 300, nor4b_4 420, a21oi_1 180
buf_4 210, or4b_1 490, a21oi_1 150, a31oi_1 50
[per-stage QoR]
step / hold WS (ps) / area (sq um) / std cells / util
after floorplan: 331 / 2450 / 253 / -
after global placement: 339 / 2850 / 378 / 0.364
after detailed placement: 342 / 2850 / 378 / 0.364
after CTS: 359 / 2970 / 386 / 0.380
after global routing: 363 / 2970 / 386 / 0.380
final: 355 / 2970 / 386 / 0.380
[cell families (layout without fill, tap and decap cells)]
family,Yosys count,count (layout)
buf+inv,20,51
xor+xnor,10,10
fa+ha+maj,5,5
mux,2,2
flops,53,53
compound gates,54,54
simple gates,106,106
other cells,1,3
[synth_stat cells (2+ instances only)]
| cell | n |
|---|---|
| dfxtp_1 | 25 |
| mux2i_1 | 2 |
| nor4_1 | 7 |
| buf_2 | 2 |
| buf_6 | 2 |
| or3_1 | 9 |
| dfstp_2 | 9 |
| and2_1 | 2 |
| o21a_1 | 2 |
| xor2_1 | 3 |
| o21ai_0 | 6 |
| nand2b_1 | 3 |
| nand3_1 | 8 |
| xnor2_1 | 7 |
| nor2_1 | 32 |
| nand2_1 | 17 |
| a21oi_1 | 14 |
| nor3b_1 | 2 |
| a31oi_1 | 8 |
| buf_4 | 4 |
| a211oi_1 | 3 |
| nor3_1 | 14 |
| inv_1 | 8 |
| clkbuf_1 | 4 |
| or4_1 | 2 |
| ha_1 | 5 |
| nor2b_1 | 3 |
| o221ai_1 | 2 |
| o2111a_1 | 2 |
| dfrtp_1 | 19 |
[metal layers]
metal,track usage,share of wire,vias to the layer above
li1,-,-,969
met1,0.194,0.50,903
met2,0.192,0.44,38
met3,0.0304,0.052,8
met4,0.0156,0.012,0
met5,0,0,-
[final timing paths]
kind,start,endpoint,cells after the start
setup / recovery,freq_word[8],freq_word[8],1
hold / removal,dbL.shift_reg[1],dbL.shift_reg[2],0
setup reg to reg,freq_word[5],freq_word[9],7
hold reg to reg,dbL.shift_reg[1],dbL.shift_reg[2],0
max in group asynchronous,reset,freq_word[13],3
min in group asynchronous,reset,freq_word[5],3
Power figures rest on the tool's default switching activity, not on a simulated workload.
