--- /design/flow/design.v ---
module pwm_generator(
    input clk,              
    input rst,              
    input [7:0] pwm_in,     
    output reg pwm_out      
);
reg [7:0] counter;
always @(posedge clk or posedge rst) begin
    if (rst) begin
        counter <= 8'd0;
        pwm_out <= 1'b0;
    end else begin
        counter <= counter + 1;                            
        pwm_out <= (counter < pwm_in) ? 1'b1 : 1'b0;
    end
end
endmodule
--- /design/flow/run.sh ---
#!/bin/bash
# OpenROAD 26Q1-2900-gdf79404cd8, Yosys 0.63+post, stock flow scripts
make -C /OpenROAD-flow-scripts/flow DESIGN_CONFIG=/design/flow/config.mk WORK_HOME=/design/flow/orfs finish
--- /design/flow/config.mk ---
export PLATFORM = sky130hd
export DESIGN_NAME = pwm_generator
export DESIGN_NICKNAME = pwm_generator
export VERILOG_FILES = /design/flow/design.v
export SDC_FILE = /design/flow/constraint.sdc
export NUM_CORES = 4
export LEC_CHECK = 1
export CORE_AREA = 10 10 79 79
export DIE_AREA = 0 0 89 89
--- /design/flow/constraint.sdc ---
current_design pwm_generator

set clk_period 2.7
set clk_io_pct 0.2

create_clock -name clk0 -period $clk_period [get_ports {clk}]

set non_clock_inputs [all_inputs -no_clocks]
set_input_delay [expr $clk_period * $clk_io_pct] -clock clk0 $non_clock_inputs
set_output_delay [expr $clk_period * $clk_io_pct] -clock clk0 [all_outputs]
==> out/results.ini <==
[global_route]
grt_antenna_before_repair = 0
grt_pass1_wl_mm = 1.66
grt_max_degree = 10
grt_pass1_vias = 389
grt_overflow_total = 0
track_usage_pct = 2.55

[layout]
layout-area-overhead-vs-synth_pct = 40.7
final_layout_size_suffix_gt1_share_pct = 8.96
flop_area_sq_um = 225
n_fill_cell = 510
mi_logic_area_sq_um = 264
fin_cells = 121

[drt]
routed_wl_mm = 1.04
antenna_left = 0
initialDrtViolationCount = 41
avgRoutedWirePerCell_um = 8.60
num_vias = 375
via_per_inst = 3.10
antenna_cells = 0
first_pass_iters = 4
drcViolationCount = 0

[pwr]
power_frac_seq_pct = 43.1
p_comb_share_pct = 8.9
clkPwrFrac_pct = 48.0
power_density_mw_per_mm2 = 431
power_switching_uw = 60.4
p_leak_uw = 0.000355
ir_drop_uv = 108
finalPower_uw = 317
p_int_uw = 257
p_sw_share_pct = 19.1

[final_timing]
skew_ns = 0.00221
relSlewSlack_pct = 76.0
final.setup.tns_ns = 0
rsz0062_at_grt = no
setup_viol = 0
finalCriticalPeriod_ns = 1.59
period_used_pct = 59.0
max_freq_mhz = 627
slew_violations = 0
worstMarginPinSlew_ns = 0.360
finalHoldViolCount = 0
holdWs_ns = 0.478

[setup_path]
critPathKind = input pin to flop
worst-endpoint-arrival_ns = 1.70
endpoint_kind = flop
startpoint_type = input pin
rr_endpoint = pwm_out$_DFF_PP0_
r2r_cells = 4
crit_required_ns = 2.81
rr_startpoint = counter[7]$_DFF_PP0_
path_max_fanout = 3
r2r_slack_ns = 1.51

[clock_tree]
root_buffer = clkbuf_8
cts.htree.levels = 1
clockBufferDepth = 2
cts_hold_buf = 0
cts_made_buffers = 3
ctsResizeCount = 0
cts_setup_buffers = 0
cts_tree = done
clkLatencyLatePin_ns = 0.23
clk_pin_slew_worst_paths_ns = 0.04
cts_num_sinks = 9

[placement]
dp_cells = 117
hpwl_um = 844
place.gp.congestion = 0.737
place.port_buffers = 10

[min_path]
min_delay_path_depth = 1
hold_path_class = flop to flop
whs_endpoint = counter[7]$_DFF_PP0_
min_from = counter[7]$_DFF_PP0_

[logic_synthesis]
synth.distinct_cells = 15
syn_area_sq_um = 523
synth_cells = 53
syn_area_per_cell_sq_um = 9.87
ys_warn_count = 1
yosys_area_sq_um = 523
ys_cells = 53
yosysSeqAreaShare_pct = 43.1
ys_ff = 9

[run]
tool_warnings = 25
max-cap-violations = 0

[floorplan]
initial_core_util_pct = 11.2
rows = 25
fp.dieW_um = 89
ios = 11
fp.dieArea_sq_mm = 0.00792
core-area_sq_mm = 0.00466
fp.dieH_um = 89

[run_status]
outcome = finished, final reports clean

==> layout make-up <==
type / count / share of cell area, %
well taps: 54 / 9.18
clock buffers: 4 / 6.12
flip-flops and latches: 9 / 30.6
multi-input cells: 35 / 35.9
inverters: 9 / 4.59
repair buffers: 10 / 13.6
==> synthesized netlist by cell type <==
| master | count | area (sq um) |
|---|---|---|
| nor2_1 | 3 | 11.3 |
| dfrtp_1 | 9 | 225 |
| nand2_2 | 1 | 6.26 |
| xor2_1 | 4 | 35.0 |
| o211ai_1 | 1 | 7.51 |
| nand2_1 | 4 | 15.0 |
| o21ai_0 | 1 | 5.00 |
| nor3_2 | 1 | 10.0 |
| nand3_2 | 1 | 10.0 |
| nor2b_1 | 1 | 6.26 |
| inv_1 | 9 | 33.8 |
| ha_1 | 8 | 100 |
| a21oi_1 | 4 | 20.0 |
| xnor2_1 | 2 | 17.5 |
| nand3_1 | 4 | 20.0 |
==> worst max path at each step <==
stage | start | end | cells after the start
6_report | pwm_in[7] | pwm_out$_DFF_PP0_ | 6
5_1_grt | pwm_in[7] | pwm_out$_DFF_PP0_ | 6
4_1_cts | pwm_in[7] | pwm_out$_DFF_PP0_ | 6
==> critical path, stage by stage <==
cell and delay [ns]:
clkdlybuf4s50_1 0.46, inv_1 0.04, ha_1 0.30, nand3_1 0.10, o211ai_1 0.21, a21oi_1 0.06
==> state kept, by name, summed over array words and instances, names as in the netlist <==
name	cells
counter	8
pwm_out	1
==> metrics by stage <==
step / worst slack (ns) / util (%) / instance area, sq um
floorplan: 1.42 / - / 523
global placement: 0.844 / 14.8 / 691
finish: 1.11 / 15.8 / 736
CTS: 1.07 / 15.8 / 736
global route: 1.02 / 15.8 / 736
detailed placement: 0.833 / 14.8 / 691
==> power by group through the flow <==
stage | Clock [uW] | Combinational, uW | Sequential [uW]
finish | 152 | 28.2 | 137
global route | 165 | 32.0 | 136
CTS | 156 | 29.2 | 137
==> metal layers <==
layer | GRT usage [%] | share of wire (%) | vias up
met4 | 1.16 | 3.8 | 0
met2 | 4.26 | 50 | 7
met3 | 0.643 | 4.9 | 2
li1 | - | - | 200
met5 | 0 | 0 | -
met1 | 3.01 | 41 | 166
==> kinds of logic (layout without fill, tap and decap cells) <==
kind of cell    Yosys count  in the layout  share of synthesized area (%)
compound gates            6              6                           6.22
xor+xnor                  6              6                           10.0
fa+ha+maj                 8              8                           19.1
buf+inv                   9             23                           6.46
flops                     9              9                           43.1
simple gates             15             15                           15.1
==> placed cells by master (no fill, tap or decap) <==
cell type	synthesis	final
nand2_2	1	1
nor2b_1	1	1
ha_1	8	8
nand3_2	1	1
nor2_1	3	3
o211ai_1	1	1
xnor2_1	2	2
o21ai_0	1	1
dfrtp_1	9	9
nor3_2	1	1
xor2_1	4	4
nand2_1	4	4
nand3_1	4	4
clkdlybuf4s50_1	0	10
clkbuf_1	0	1
inv_1	9	9
a21oi_1	4	4
clkbuf_8	0	3
No activity file was given, so power comes from the tool's default toggle rates.
